==> flow/config.mk <==
export PLATFORM = sky130hd
export DESIGN_NAME = lcd
export DESIGN_NICKNAME = lcd
export VERILOG_FILES = /design/flow/design.v
export SDC_FILE = /design/flow/constraint.sdc
export NUM_CORES = 4
export LEC_CHECK = 1
export CORE_UTILIZATION = 40
==> flow/constraint.sdc <==
current_design lcd

set clk_period 8.3
set clk_io_pct 0.2

create_clock -name clk0 -period $clk_period [get_ports {PixelClk}]

set non_clock_inputs [all_inputs -no_clocks]
set_input_delay [expr $clk_period * $clk_io_pct] -clock clk0 $non_clock_inputs
set_output_delay [expr $clk_period * $clk_io_pct] -clock clk0 [all_outputs]
==> flow/design.v <==
localparam int RAMW = 15'b111_1111_1111_1111;
localparam int VRAMW = 10'b11_1111_1111;
localparam int VRAM_START = 16'hE000;
localparam int SHADOW_VRAM_START = 16'h7C00;
localparam int STACK = 16'h0100;  
localparam int PROGRAM_START = 16'h0200;
localparam int COLUMNS = 60;
localparam int ROWS = 17;
localparam int H_PixelValid = 16'd480;
localparam int H_BackPorch   = 16'd43;
localparam int H_FrontPorch  = 16'd4+16'd4;
localparam int PixelForHS    = H_BackPorch + H_PixelValid + H_FrontPorch;
localparam int V_PixelValid = 16'd272;
localparam int V_BackPorch   = 16'd12;
localparam int V_FrontPorch  = 16'd4+16'd4;
localparam int PixelForVS    = V_BackPorch + V_PixelValid + V_FrontPorch;
module lcd (
    input logic       PixelClk,
    input logic       nRST,
    input logic [7:0] v_dout,
    input logic [7:0] f_dout,
    output logic        LCD_DE,
    output logic [ 4:0] LCD_B,
    output logic [ 5:0] LCD_G,
    output logic [ 4:0] LCD_R,
    output logic [ 9:0] v_adb,
    output logic [11:0] f_ad,
    output logic        vsync
);
  logic vsync_reg;
  assign vsync = vsync_reg;
  logic [15:0] H_PixelCount;
  logic [15:0] V_PixelCount;
  always_ff @(posedge PixelClk or negedge nRST) begin
    if (!nRST) begin
      vsync_reg <= 1'b0;
      V_PixelCount <= 16'd0;
      H_PixelCount <= 16'd0;
    end else if (H_PixelCount == PixelForHS) begin
      H_PixelCount <= 16'd0;
      V_PixelCount <= V_PixelCount + 1'b1;
      vsync_reg <= (V_PixelCount < V_BackPorch) || (V_PixelCount >= V_BackPorch + V_PixelValid);
    end else if (V_PixelCount == PixelForVS) begin
      V_PixelCount <= 16'd0;
      H_PixelCount <= 16'd0;
      vsync_reg <= 1'b1;
    end else begin
      H_PixelCount <= H_PixelCount + 1'b1;
    end
  end
  assign LCD_DE = ((H_PixelCount >= H_BackPorch) &&
                   (H_PixelCount < H_PixelValid + H_BackPorch) &&
                   (V_PixelCount >= V_BackPorch) &&
                   (V_PixelCount < V_PixelValid + V_BackPorch)) ? 1'b1 : 1'b0;
  logic [7:0] char;
  logic [7:0] fontline;   
  logic signed [15:0] x, y;
  logic active_area;
  always_comb begin
    automatic logic signed [31:0] x_full, y_full;
    x_full = H_PixelCount - H_BackPorch + 16'd8;
    y_full = V_PixelCount - V_BackPorch;
    x = x_full[15:0];
    y = y_full[15:0];
    active_area = (-1 <= x && x < H_PixelValid + 8 - 1 && 0 <= y && y < V_PixelValid);
  end
  always_ff @(posedge PixelClk or negedge nRST) begin
    if (!nRST) begin
      LCD_R <= 5'b00000;
      LCD_G <= 6'b000000;
      LCD_B <= 5'b00000;
    end else if (active_area) begin
      if (-5 <= x && x < H_PixelValid -5 + 8 && 0 <= y && y < V_PixelValid && (x+5) % 8 == 0) begin
        v_adb <= (x) / 8 + (y / 16) * 60 & VRAMW;
      end else if (-4 <= x && x < H_PixelValid -4 + 8 && 0 <= y && y < V_PixelValid && (x+4) % 8 == 0) begin
        char <= v_dout;
      end else if (-3 <= x && x < H_PixelValid -3 + 8 && 0 <= y && y < V_PixelValid && (x+3) % 8 == 0) begin
        f_ad <= char * 16 + (y % 16);
      end else if (-2 <= x && x < H_PixelValid -2 + 8 && 0 <= y && y < V_PixelValid && (x+2) % 8 == 0) begin
        fontline <= f_dout;
      end
      if (char >= 0 && char <= 127) begin
        if (fontline[7-(x+1)%8] == 1'b1) begin
          LCD_R <= 5'b00000;   
          LCD_G <= 6'b111111;
          LCD_B <= 5'b00000;
        end else begin
          LCD_R <= 5'b00000;   
          LCD_G <= 6'b000000;
          LCD_B <= 5'b00000;
        end
      end else begin
        LCD_R <= 5'b11111;   
        LCD_G <= 6'b000000;
        LCD_B <= 5'b00000;
      end
    end else begin
      LCD_R <= 5'b11111;   
      LCD_G <= 6'b111111;
      LCD_B <= 5'b00000;
    end
  end
endmodule
==> flow/run.sh <==
#!/bin/bash
# OpenROAD 26Q1-2900-gdf79404cd8, Yosys 0.63+post, stock flow scripts
make -C /OpenROAD-flow-scripts/flow DESIGN_CONFIG=/design/flow/config.mk WORK_HOME=/design/flow/orfs finish
==> metrics.csv <==
metric;value;unit
synthMostInstantiatedCell;nor2_1;
whs;0.417;ns
vias_per_cell;5.22;
rows;42;
critPathBufInv;2;
antenna-diode-count;0;
crit_cells;21;
r2r_start;V_PixelCount[5]$_DFFE_PN0P_;
drc;0;
ys_area;0.00539;mm2
crit_type;flop to flop;
start_kind;flop;
relSlewSlack;0.463;
final_util;0.471;
warnings;32;
avgSynthCellArea;9.79;um2
drt-total-wl;11100;um
rr_endpoint;v_adb[9]$_DFFE_PP_;
critPathTopFamily;adder cells;
ys.flops;73;
port_buffers;52;
holdPathStages;0;
drt_iter0_drc;253;
largest_registers;H_PixelCount: 16 flops, V_PixelCount: 16 flops, f_ad: 12 flops;
top_area_frac;0.212;
root_buffer;clkbuf_16;
hp-class;flop to flop;
die_h;118;um
cts_htree_levels;3;
gp_congestion;0.914;
maxCapViolCount;0;
edf_count;38;
setup_tns;0;ns
cpMaxStageDelayCell;nor4_1;
fp_util;0.408;
slowest_delay;0.71;ns
p_leak;2.55;nW
topCellsByArea;edfxtp_1 (21%), dfrtp_1 (16%), ha_1 (7.9%);
crit_path_end_kind;flop;
worstPathArrival;6.14;ns
status;finished, final reports clean;
grt.total_usage;0.178;
finalSetupViolCount;0;
synth_area;0.00539;mm2
ys_cells;550;
hp-start;char[5]$_DFFE_PP_;
critical_path.max_fanout;16;
rsz0062_at_grt;false;
cts_hold_buf;0;
cts_max_path_buffers;2;
cts-resized-gates;0;
drive_above_1_share;0.0654;
grt_pass1_wl;19300;um
period_needed;6.06;ns
antenna_found_initial;0;
clk_latency;0.34;ns
grt_overflow;0;
coreArea;0.0132;mm2
grt_max_degree;37;
cts_buffers;9;
ff_type;edfxtp_1;
syn_to_final_growth;15.4;%
drv_slew;0;
finClkSkew;0.00745;ns
io_pins;58;
max_clock_freq;0.165;GHz
yosys_warnings;1;
reg2reg_depth;21;
yosys.area.top_type;edfxtp_1;
path_clk_slew;0.06;ns
first_pass_iters;4;
r2r_slack;2.24;ns
wl_per_cell;14.7;um
dieArea;0.0139;mm2
cts_setup_buffers;0;
syn_inst;550;
worst_pin_slew;0.803;ns
cts_sinks;73;
vdd_ir_drop_max;0.0735;mV
first_global_vias;3886;
synth_seq_share;0.374;
timing_hold_violations_final;0;
ant_nets;0;
hold_path_end;f_ad[9]$_DFFE_PP_;
synth_async_sr_flop_share;0.479;
synth_cell_types;75;
cp_data_required_time;8.38;ns
vias;3953;
p_per_area;123;mW/mm2
die_w;118;um
period_used_share;0.730;
path_cells;nor4_1 -> nand2_1 -> nor2_1 -> xnor2_1 -> a21oi_1 -> ha_1 -> mux2_2 -> o31ai_1 -> xor2_1 -> inv_1 -> fa_1 -> fa_1 -> inv_1 -> ha_1 -> a21oi_1 -> xnor2_1 -> ha_1 -> or2_2 -> a21oi_1 -> a31oi_1 -> xnor2_1;
ys_top_cells_by_count;nor2_1 (50), xnor2_1 (44), edfxtp_1 (38);
hpwl;8350;um
cts_tree;built;
==> area by class of cell <==
class                   instances  area (um2)
fillers                      1177        6980
multi-input cells             399        3000
flip-flops and latches         73        2020
repair buffers                 56         551
clock buffers                   9         225
well taps                     176         220
inverters                      37         139
clock inverters                 7        60.1
==> worst reg2reg max path, stage by stage, from the launching register on <==
cell     delay, ns
dfrtp_1       0.55
nor4_1        0.72
nand2_1       0.26
nor2_1        0.18
xnor2_1       0.07
a21oi_1       0.13
ha_1          0.24
mux2_2        0.35
o31ai_1       0.24
xor2_1        0.27
inv_1         0.13
fa_1          0.48
fa_1          0.55
inv_1         0.04
ha_1          0.32
a21oi_1       0.24
xnor2_1       0.10
ha_1          0.33
or2_2         0.28
a21oi_1       0.14
a31oi_1       0.06
xnor2_1       0.13
==> logic make-up (layout without fill, tap and decap cells) <==
group,count (synthesis),count (layout),synth area share
xor+xnor,65,65,0.108
other cells,1,5,0.000696
flops,73,73,0.374
fa+ha+maj,42,42,0.109
compound gates,92,92,0.136
simple gates,185,185,0.177
buf+inv,82,109,0.0708
mux,10,10,0.0239
==> how the worst max path moves through the flow <==
stage	start	to	slack, ns
CTS	V_PixelCount[5]$_DFFE_PN0P_	v_adb[9]$_DFFE_PP_	2.28
global route	V_PixelCount[5]$_DFFE_PN0P_	v_adb[9]$_DFFE_PP_	1.67
finish	V_PixelCount[5]$_DFFE_PN0P_	v_adb[9]$_DFFE_PP_	2.24
==> stage by stage <==
stage | area (um2) | instances | power [mW] | worst slack [ns]
4_1_cts | 6210 | 757 | 0.777 | 2.28
3_5_place_dp | 5930 | 741 | 0.399 | 2.29
6_report | 6210 | 757 | 0.763 | 2.24
5_1_grt | 6210 | 757 | 0.790 | 1.67
2_1_floorplan | 5400 | 554 | 0.389 | 2.84
3_3_place_gp | 5930 | 741 | 0.399 | 2.38
==> layer usage <==
metal / wire length, um / GRT usage
met5: 0 / 0
met1: 5580 / 0.290
met3: 428 / 0.0366
met2: 5010 / 0.260
met4: 125 / 0.0208
==> cell usage in the layout, fill, tap and decap left out, types with 14 or more instances in the layout <==
cell / count
a21oi_1: 20
nand3_1: 27
edfxtp_1: 38
ha_1: 34
o21ai_0: 14
dfrtp_1: 35
nor2_1: 50
inv_1: 36
xor2_1: 20
nand2_1: 36
xnor2_1: 44
clkdlybuf4s50_1: 52
==> where the power goes <==
| group | internal, mW | leakage (nW) | switching [mW] | total [mW] |
|---|---|---|---|---|
| Sequential | 0.380 | 0.837 | 0 | 0.380 |
| Clock | 0.207 | 0.131 | 0.165 | 0.372 |
| Combinational | 0.00719 | 1.58 | 0.00439 | 0.0116 |
| Total | 0.594 | 2.55 | 0.169 | 0.763 |
No activity file was given, so power comes from the tool's default toggle rates.
